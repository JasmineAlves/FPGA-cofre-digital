===== design.v =====
module cofre_digital(
    input MAX10_CLK1_50,       
    input [9:0] SW,            
    input [1:0] KEY,           
    output [9:0] LEDR,         
    output [7:0] HEX0, HEX1, HEX2, HEX3, HEX4, HEX5  
);
    parameter SENHA0 = 4'b0011;   
    parameter SENHA1 = 4'b0000;   
    parameter SENHA2 = 4'b0001;   
    parameter SENHA3 = 4'b0101;   
    parameter TEMPO_BLOQUEIO = 29'd500_000_000;  
    parameter TEMPO_ERRO = 29'd15_000_000;  
    parameter [3:0] 
        INICIO      = 4'b0000,
        DIGITO1     = 4'b0001, 
        DIGITO2     = 4'b0010, 
        DIGITO3     = 4'b0011, 
        DIGITO4     = 4'b0100,
        VERIFICACAO = 4'b0101,
        DESBLOQUEADO= 4'b0110,
        ERRO        = 4'b0111,
        BLOQUEADO   = 4'b1000;
    reg [3:0] estado_atual;
    reg [3:0] digitos [0:3];
    reg [1:0] tentativas;
    reg [28:0] contador_tempo;
    reg [28:0] contador_erro;
    reg [28:0] contador_bloqueio;   
    reg [4:0] contagem;
    reg key0_reg;
    always @(posedge MAX10_CLK1_50 or negedge KEY[1]) begin
        if (!KEY[1]) begin  
            key0_reg <= 1'b0;
        end else begin
            key0_reg <= KEY[0];
        end
    end
    wire key0_pressed = ~KEY[0] & key0_reg;
    always @(posedge MAX10_CLK1_50 or negedge KEY[1]) begin
        if (!KEY[1]) begin  
            contador_bloqueio <= 29'b0;
            contagem <= 5'b0;
        end else begin
            if (estado_atual == BLOQUEADO) begin
                contador_bloqueio <= contador_bloqueio + 1;
                if (contador_bloqueio >= TEMPO_BLOQUEIO) begin
                    contador_bloqueio <= 0;
                    contagem <= contagem + 1;
                end
                if (contagem > 9) contagem <= 0;
            end else begin
                contador_bloqueio <= 0;
                contagem <= 0;
            end
        end
    end
    always @(posedge MAX10_CLK1_50 or negedge KEY[1]) begin
        if (!KEY[1]) begin  
            estado_atual <= INICIO;
            contador_tempo <= 29'b0;
            contador_erro <= 29'b0;
            digitos[0] <= 4'b1111;
            digitos[1] <= 4'b1111;
            digitos[2] <= 4'b1111;
            digitos[3] <= 4'b1111;
            tentativas <= 2'b00;
        end else begin
            case (estado_atual)
                INICIO: if (key0_pressed) estado_atual <= DIGITO1;
                DIGITO1: if (key0_pressed) begin
                    digitos[0] <= SW[3:0];
                    estado_atual <= DIGITO2;
                end
                DIGITO2: if (key0_pressed) begin
                    digitos[1] <= SW[3:0];
                    estado_atual <= DIGITO3;
                end
                DIGITO3: if (key0_pressed) begin
                    digitos[2] <= SW[3:0];
                    estado_atual <= DIGITO4;
                end
                DIGITO4: if (key0_pressed) begin
                    digitos[3] <= SW[3:0];
                    estado_atual <= VERIFICACAO;
                end
                VERIFICACAO: begin
                    if (digitos[0]==SENHA0 && digitos[1]==SENHA1 && 
                        digitos[2]==SENHA2 && digitos[3]==SENHA3) begin
                        tentativas <= 2'b00;
                        estado_atual <= DESBLOQUEADO;
                    end else begin
                        if (tentativas == 2'b10) begin
                            estado_atual <= BLOQUEADO;
                        end
                        else begin
                            tentativas <= tentativas + 1;
                            estado_atual <= ERRO;
                        end
                    end
                end
                DESBLOQUEADO: if (!KEY[1]) estado_atual <= INICIO;
                ERRO: begin
                    contador_erro <= contador_erro + 1;
                    if (contador_erro >= TEMPO_ERRO) begin
                        contador_erro <= 29'b0;
                        estado_atual <= INICIO;
                    end
                end
                BLOQUEADO: begin
                    if (contagem >= 1) begin
                        tentativas <= 2'b00;
                        estado_atual <= INICIO;
                    end
                end
                default: estado_atual <= INICIO;
            endcase
        end
    end
    function [7:0] num_to_seg;
        input [3:0] num;
        begin
            case (num)
                4'b0000: num_to_seg = 8'b11000000;  
                4'b0001: num_to_seg = 8'b11111001;  
                4'b0010: num_to_seg = 8'b10100100;  
                4'b0011: num_to_seg = 8'b10110000;  
                4'b0100: num_to_seg = 8'b10011001;  
                4'b0101: num_to_seg = 8'b10010010;  
                4'b0110: num_to_seg = 8'b10000010;  
                4'b0111: num_to_seg = 8'b11111000;  
                4'b1000: num_to_seg = 8'b10000000;  
                4'b1001: num_to_seg = 8'b10010000;  
                default: num_to_seg = 8'b11111111;  
            endcase
        end
    endfunction
    reg [7:0] hex [5:0];
    always @(*) begin
        case (estado_atual)
            INICIO: begin
                hex[5] = 8'b11111111;
                hex[4] = 8'b11111111;
                hex[3] = 8'b10111111;  
                hex[2] = 8'b10111111;  
                hex[1] = 8'b10111111;  
                hex[0] = 8'b10111111;  
            end
            DIGITO1: begin
                hex[5] = 8'b11111111;
                hex[4] = 8'b11111111;
                hex[3] = num_to_seg(digitos[0]);
                hex[2] = 8'b10111111;
                hex[1] = 8'b10111111;
                hex[0] = 8'b10111111;
            end
            DIGITO2: begin
                hex[5] = 8'b11111111;
                hex[4] = 8'b11111111;
                hex[3] = num_to_seg(digitos[0]);
                hex[2] = num_to_seg(digitos[1]);
                hex[1] = 8'b10111111;
                hex[0] = 8'b10111111;
            end
            DIGITO3: begin
                hex[5] = 8'b11111111;
                hex[4] = 8'b11111111;
                hex[3] = num_to_seg(digitos[0]);
                hex[2] = num_to_seg(digitos[1]);
                hex[1] = num_to_seg(digitos[2]);
                hex[0] = 8'b10111111;
            end
            DIGITO4: begin
                hex[5] = 8'b11111111;
                hex[4] = 8'b11111111;
                hex[3] = num_to_seg(digitos[0]);
                hex[2] = num_to_seg(digitos[1]);
                hex[1] = num_to_seg(digitos[2]);
                hex[0] = num_to_seg(digitos[3]);
            end
            VERIFICACAO: begin
                hex[5] = 8'b11111111;
                hex[4] = 8'b11111111;
                hex[3] = num_to_seg(digitos[0]);
                hex[2] = num_to_seg(digitos[1]);
                hex[1] = num_to_seg(digitos[2]);
                hex[0] = num_to_seg(digitos[3]);
            end
            DESBLOQUEADO: begin
                hex[5] = 8'b11000000;  
                hex[4] = 8'b10001100;  
                hex[3] = num_to_seg(digitos[0]);
                hex[2] = num_to_seg(digitos[1]);
                hex[1] = num_to_seg(digitos[2]);
                hex[0] = num_to_seg(digitos[3]);
            end
            ERRO: begin
                hex[5] = 8'b10000110;  
                hex[4] = 8'b10101111;  
                hex[3] = num_to_seg(digitos[0]);
                hex[2] = num_to_seg(digitos[1]);
                hex[1] = num_to_seg(digitos[2]);
                hex[0] = num_to_seg(digitos[3]);
            end
            BLOQUEADO: begin
                hex[5] = 8'b10000011;   
                hex[4] = 8'b11000111;   
                hex[3] = num_to_seg(digitos[0]);
                hex[2] = num_to_seg(digitos[1]);
                hex[1] = num_to_seg(digitos[2]);
                hex[0] = num_to_seg(digitos[3]);
            end
            default: begin
                hex[5] = 8'b11111111;
                hex[4] = 8'b11111111;
                hex[3] = 8'b11111111;
                hex[2] = 8'b11111111;
                hex[1] = 8'b11111111;
                hex[0] = 8'b11111111;
            end
        endcase
    end
    assign HEX5 = hex[5];
    assign HEX4 = hex[4];
    assign HEX3 = hex[3];
    assign HEX2 = hex[2];
    assign HEX1 = hex[1];
    assign HEX0 = hex[0];
    assign LEDR[0] = (estado_atual == DESBLOQUEADO);
    assign LEDR[9] = (estado_atual == ERRO || estado_atual == BLOQUEADO);
    assign LEDR[7:2] = estado_atual;
endmodule

===== constraint.sdc =====
current_design cofre_digital

set clk_period 6.6
set clk_io_pct 0.2

create_clock -name clk0 -period $clk_period [get_ports {MAX10_CLK1_50}]

set non_clock_inputs [all_inputs -no_clocks]
set_input_delay [expr $clk_period * $clk_io_pct] -clock clk0 $non_clock_inputs
set_output_delay [expr $clk_period * $clk_io_pct] -clock clk0 [all_outputs]

===== run.sh =====
#!/bin/bash
# OpenROAD 26Q1-2900-gdf79404cd8, Yosys 0.63+post, stock flow scripts
make -C /OpenROAD-flow-scripts/flow DESIGN_CONFIG=/design/flow/config.mk WORK_HOME=/design/flow/orfs finish

===== config.mk =====
export PLATFORM = sky130hd
export DESIGN_NAME = cofre_digital
export DESIGN_NICKNAME = cofre_digital
export VERILOG_FILES = /design/flow/design.v
export SDC_FILE = /design/flow/constraint.sdc
export NUM_CORES = 4
export LEC_CHECK = 1
export CORE_UTILIZATION = 40

==> job_summary.md <==
## Implementation flow summary

| Metric | Value |
|---|---|
| Yosys synthesis chip area | ~5600 sq um |
| I/O Buffers | between 50 and 60 |
| Gr ovfl total | 0 |
| Worst EP arrival | ~2900 ps |
| Avg WL per Cell | ~13 um |
| CP Launch Type | flip-flop |
| Count of tool warnings | between 50 and 60 |
| CTS sink cnt | between 80 and 90 |
| Worst flop-to-flop path endpoint | contador_erro[12] |
| Clock share of power | 0.236 |
| Hold buffer count at CTS | 0 |
| LEAKAGE | between 2 and 3 nW |
| Worst Tran Pin Value | a little over 700 ps |
| Most frequent cells in the layout | dfrtp_1, nor2_1, nand2_1 |
| Initial DRT Pass Iterations | 4 |
| I/O pin count | 71 |
| Post-DR vias/cell | between 5 and 6 |
| Max-cap viol count | 0 |
| DP HPWL | 7.89 mm |
| Vias | ~4400 |
| Post-route cell area | roughly 6500 sq um |
| Commonest Layout Cell | dfrtp_1 |
| Root buf cell | clkbuf_16 |
| Post-Route Setup TNS | 0 ps |
| Warnings, synthesis | 5 |
| Sw frac | 0.325 |
| Core area | between 10000 and 15000 sq um |
| RD Place Congestion | 0.856 |
| Hold WC Path Type | flip-flop to flip-flop |
| Total setup buffers inserted after CTS | 0 |
| Initial drt markers | 239 |
| Beginning of the critical path | estado_atual[3] |
| RSZ-0062 raised after global routing | false |
| DRC | 0 |
| Post-Layout Cell Count | 849 |
| Max Root-Sink Buffers | 2 |
| Cells after DPL | approximately 830 |
| Mapped Area | approximately 5600 sq um |
| Resized cells post-CTS | 0 |
| Placement Rows | between 40 and 50 |
| CTS buffer count | 9 |
| Gr usage total | 0.168 |
| Worst-path fanout max | 12 |
| Vias in the first global route | roughly 4000 |
| Cell Area, Placed | just over 6000 sq um |
| Sw Pwr | approximately 790 uW |
| Clock-pin transition on the worst setup and hold timing paths | 60 ps |
| Largest regs | contador_bloqueio x29, contador_erro x29, digitos x16 |
| Chip area | between 10000 and 15000 sq um |
| Async S/R FF share, synth | 1.00 |
| Seq cells post-synth | 86 |
| Final setup viols | 0 |
| Pwr Total | roughly 2.4 mW |
| Gate power share | 0.426 |
| Diode count | 0 |
| Share of cells above drive strength 1 | 0.110 |
| Layout Skew | 5.69 ps |
| Initial antenna violation count | 0 |
| Final Cycle Share | 0.643 |
| Int Pwr | 1.64 mW |
| Dominant flop cell | dfrtp_1 |
| CP required | 5280 ps |
| R2r setup slk | around 3800 ps |
| Number of flops mapped to enable cells by yosys | 0 |
| Largest net degree at the start of global routing | ~53 |
| Synth Instances | approximately 640 |
| Worst reg2reg path depth | 7 |
| Reg-to-reg critical path startpoint | estado_atual[0] |
| Status | completed |
| Max-Slew Margin vs Limit | 0.525 |
| Final hold vios | 0 |
| Fmax achieved | approximately 0.24 GHz |
| Chip width | between 100 and 150 um |
| Final min period | ~4200 ps |
| Layout area overhead | 15.5% |
| H-Tree Level Count | 3 |
| Reg power frac | 0.338 |
| TritonCTS clock tree | done |
| Worst setup endpoint | HEX1[6] |
| Final ANT Viol Nets | 0 |
| First-pass GRT wire length | between 15 and 20 mm |
| CP Capture Type | output port |
| Drt total wl | approximately 11 mm |
| FP Util | 0.418 |
| Worst vdd rail ir drop | around 0.00013 V |
| Syn Area/Cell | 8.83 sq um |
| Die height | 121 um |
| Clk latency of the worst-skew pair | 340 ps |
| Final Max-Slew Violation Tally | 0 |
| Critical setup path kind | flip-flop to output port |
| Seq share, synth | 0.386 |
| # Cells Yosys | 637 |
| Power per cell area | 373 nW/um^2 |
| Cell Type Count | 67 |
## cells by family (layout without fill, tap and decap cells)
family,after synthesis,count (layout),synth area share
muxes,18,18,0.0352
adders and majority gates,31,31,0.0690
other,2,12,0.00134
DFF,86,86,0.386
AOI/OAI and AO/OA,125,125,0.146
xor gates and xnor gates,30,30,0.0467
buffers and inverters,86,112,0.0765
and+or+nand+nor,259,259,0.239
## power by group through the flow
stage,combinational [mW],sequential (mW),clock [mW]
after CTS,1.05,0.819,0.590
after global routing,1.17,0.843,0.614
final,1.03,0.819,0.573
## routing by layer
layer	part of all wire	wire length [um]	global-route usage	up-vias
met4	0.0096	108	0.0177	0
met1	0.48	5430	0.266	2103
li1	-	-	-	2248
met2	0.46	5190	0.256	89
met5	0	0	0	-
met3	0.049	556	0.0318	9
## synthesized netlist by cell type, drive strengths merged (16+ instances only)
cell	n	area, sq um
a21oi	28	140
buf	30	219
clkbuf	16	61.3
dfrtp	70	1750
dfstp	16	420
ha	31	388
inv	40	150
nand2	64	255
nand3	30	150
nor2	66	248
o21ai	41	213
xor2	18	158
## worst min-delay path by stage
stage	startpoint	to	slack [ps]	cells past startpoint
finish	tentativas[0]	tentativas[0]	470	1
global route	tentativas[0]	tentativas[0]	490	1
CTS	tentativas[0]	tentativas[0]	470	1
## critical path, cell delays in order (launching register included)
cell and delay (ps):
dfrtp_1 600, inv_2 140, nor4_4 530, inv_2 160, o21ai_0 320, o221ai_1 240
nand2_1 120, clkdlybuf4s50_1 460
## per-stage QoR
stage                     hold slack (ps)  utilization  setup WS, ps
final                                 471        0.483          2360
after global routing                  491        0.483          2130
after floorplan                       451            -          3850
after global placement                462        0.458          2740
after CTS                             475        0.483          2330
after detailed placement              466        0.458          2730
## cell type report
type | count | area (sq um)
Inverter | 40 | 150
Clock inverter | 4 | 95.1
Timing Repair Buffer | 57 | 558
Tap cell | 176 | 220
Clock buffer | 11 | 243
Multi-Input combinational cell | 475 | 3060
Fill cell | 1240 | 6960
Sequential cell | 86 | 2170
Power figures rest on the tool's default switching activity, not on a simulated workload.
